$ cat ./run.sh
#!/bin/bash
# OpenROAD 26Q1-2900-gdf79404cd8, Yosys 0.63+post, stock flow scripts
make -C /OpenROAD-flow-scripts/flow DESIGN_CONFIG=/design/flow/config.mk WORK_HOME=/design/flow/orfs finish
$ cat ./config.mk
export PLATFORM = sky130hd
export DESIGN_NAME = multiplier
export DESIGN_NICKNAME = multiplier
export VERILOG_FILES = /design/flow/design.v
export SDC_FILE = /design/flow/constraint.sdc
export NUM_CORES = 4
export LEC_CHECK = 1
export CORE_UTILIZATION = 40
$ cat ./constraint.sdc
current_design multiplier

set clk_period 10.8
set clk_io_pct 0.2

create_clock -name clk0 -period $clk_period [get_ports {clk}]

set non_clock_inputs [all_inputs -no_clocks]
set_input_delay [expr $clk_period * $clk_io_pct] -clock clk0 $non_clock_inputs
set_output_delay [expr $clk_period * $clk_io_pct] -clock clk0 [all_outputs]
$ cat ./design.v
module multiplier ( input  wire clk, start, is_signed,
                    input  wire [31:0] a, b, 
                    output wire [63:0] s
                   );
reg  is_signed_reg;
reg  [31:0] a_reg;
reg  enable;					
reg  [ 4:0] count ;
reg  [66:0] accumulator ;  
wire IsZero, IsDouble, IsNegative ;
wire [33:0] a_0, a_1, a_2 ;  
wire [33:0] Sum ;
always@(posedge clk)
   if( start )
	 begin
	  a_reg         <=  a;
	  enable        <=  1;
	  is_signed_reg <= is_signed;
	  if( is_signed )
	   count <= 15;  
	  else
	   count <= 16;  
	 end 
	else if ( count != 5'b0 )
	 begin
	  count  <= (count  - 1);  
	  enable <= (count != 0); 
	 end
	else
	  enable <= 0;
always@(posedge clk)
   if( start )        
    accumulator <= { 32'b0, 2'b0,  b, 1'b0};
   else if ( enable ) 
    accumulator <= { Sum[33:0], accumulator[34:2]};  
 assign a_0[33:0] = (IsDouble)? {{(is_signed_reg)? a_reg[31] : 1'b0}, a_reg[31:0], 1'b0} : { {2{(is_signed_reg)? a_reg[31] : 1'b0}}, a_reg[31:0]};
 assign a_1[33:0] = a_0 ^ {34{IsNegative}};
 assign a_2[33:0] = a_1 & {34{~IsZero   }};
 assign   s[63:0] = is_signed_reg? accumulator[66:3] : accumulator[64:1] ;
 FullAdder    module0( a_2[33:0], { {2{accumulator[66]} }, accumulator[66:35]}, (IsNegative)&(~IsZero), Sum);
 BoothEncoder module1( accumulator[2:0], IsZero, IsDouble, IsNegative);
endmodule 
module BoothEncoder( input wire [2:0] in, output wire IsZero, IsDouble, IsNegative);
  assign IsZero     = (in == 3'b000)|(in == 3'b111);
  assign IsDouble   = (in == 3'b011)|(in == 3'b100);  
  assign IsNegative =  in[2]; 
endmodule
module FullAdder   ( input wire [33:0] In1,In2, input wire Cin, output wire [33:0] Sum);  
  assign Sum[33:0] = In1[33:0] + In2[33:0] + { 33'b0 , Cin } ;						
endmodule
==> impl_metrics.json <==
{
  "yosys_cells": 727,
  "grt_pass1_vias": 5597,
  "numCtsBuffers": 9,
  "syn_area_sq_mm": 0.00735,
  "fin_util_pct": 50.4,
  "tightest_slew_ns": 0.871,
  "ys_ff": 106,
  "die_h_um": 138,
  "avgRoutedWirePerCell_um": 16.8,
  "clockPowerShare_pct": 18.5,
  "yosys.area_share.simple_pct": 9.69,
  "drc": 0,
  "internal_power_mw": 1.11,
  "slew_violations": 0,
  "max_slew_margin_pct": 41.9,
  "setup_viol": 0,
  "grt_first_pass_wirelength_um": 28700,
  "clockBufferDepth": 2,
  "stdcell_area_sq_mm": 0.00905,
  "grt_max_degree": 55,
  "synth-edff-count": 70,
  "clkLatencyLatePin_ns": 0.36,
  "flop_cell": "edfxtp_1",
  "switching_share_pct": 37.3,
  "drt_iter0_markers": 343,
  "leakagePower_nw": 3.64,
  "top_logic_kind": "AND-OR/OR-AND gates",
  "adder_share_pct": 6.33,
  "area_growth_syn_to_layout_pct": 23.2,
  "cts_tree": "yes",
  "synth_seq_share_pct": 38.4,
  "vdd_drop_max_mv": 0.101,
  "ios": 131,
  "ys_sh_mux_pct": 11.5,
  "ys_sh_xor_pct": 7.39,
  "holdBufCountCts": 0,
  "fin_crit_sh_pct": 39.9,
  "cts_sinks": 106,
  "area_leaders": "edfxtp_1 (29%), dfxtp_1 (9.8%), mux2_2 (9.5%)",
  "layout_top_cell": "clkdlybuf4s50_1",
  "dr.pass1.iters": 5,
  "cap_violations": 0,
  "gr-total-overflow": 0,
  "start_kind": "register",
  "ant_nets": 0,
  "period_needed_ns": 4.31,
  "die_w_um": 138,
  "instances_no_fill": 1062,
  "netSwitchingPower_mw": 0.661,
  "place_congestion": 0.916,
  "lay_top_cells": "clkdlybuf4s50_1 (129), edfxtp_1 (70), mux2_2 (62)",
  "syn_inst": 727,
  "synth_cell_types": 69,
  "hold_path_class": "reg -> reg",
  "yosysTopAreaCell": "edfxtp_1",
  "power_frac_comb_pct": 47.6,
  "cts-root-buf": "clkbuf_16",
  "power_frac_seq_pct": 33.9,
  "yosysTopAreaCellShare_pct": 28.6,
  "ys.warnings.count": 1,
  "yosysChipArea_sq_mm": 0.00735,
  "status": "completed",
  "fin_skew_ns": 0.0122,
  "clk_pin_slew_ns": 0.08,
  "htree_levels": 3,
  "finalHoldViolCount": 0,
  "max_freq_mhz": 232,
  "async_reset_ff_share_pct": 0,
  "placed_cells": 1046,
  "cts_setup_buffers": 0,
  "required_ns": 8.64,
  "rr_worst_depth": 15,
  "cp-end-kind": "output pin",
  "ys_sh_aoi_pct": 22.2,
  "tns_ns": 0,
  "drt_wl_total_um": 17800,
  "largest_reg_flops": 67,
  "p_per_area_mw_per_mm2": 196,
  "cp_max_fo": 36,
  "path_class": "reg -> out",
  "drive_above_1_share_pct": 14.2,
  "cts_resized": 0,
  "core_sq_mm": 0.0180,
  "dieArea_sq_mm": 0.0189,
  "num_vias": 5805,
  "placed_area_sq_mm": 0.00876,
  "n_antenna_cell": 0,
  "io_buffers": 130,
  "grt_usage_pct": 20.0,
  "rows": 49,
  "antenna_found_initial": 0,
  "whs_path_depth": 2,
  "rsz0062_at_grt": "no",
  "dp_hpwl_um": 12600,
  "avgSynthCellArea_sq_um": 10.1,
  "warnings": 26,
  "initCoreUtil_pct": 40.9,
  "viasPerCell": 5.47,
  "arrival_ns": 2.15
}
power by group through the flow:
stage | Combinational (mW) | Clock, mW | Sequential [mW]
4_1_cts | 0.846 | 0.337 | 0.602
6_report | 0.843 | 0.328 | 0.601
5_1_grt | 0.942 | 0.351 | 0.615
layout make-up:
class	count	area, sq um
inverter	17	63.8
sequential	106	2820
clock buffer	9	225
clock inverter	7	70.1
tap	229	287
timing repair buffer	140	1370
multi-input combinational	554	4210
fill	1589	8910
metal layers:
layer | up-vias | wire [um] | track usage, %
met5 | - | 0 | 0
met1 | 2705 | 8480 | 31.8
met3 | 12 | 1030 | 3.34
met4 | 0 | 184 | 1.89
li1 | 2932 | - | -
met2 | 156 | 8120 | 30.9
cells in the mapped netlist (3+ instances only):
master	n
edfxtp_1	70
mux2_2	62
nand2_1	54
o21ai_0	53
xor2_1	48
a21oi_1	39
dfxtp_1	36
ha_1	34
nor2_1	33
a22oi_1	32
a22o_1	30
clkbuf_1	30
inv_1	16
mux2i_1	15
o21ai_1	14
xnor2_1	14
nand4_1	11
a21o_1	10
and3_1	8
buf_1	7
a211oi_1	6
buf_6	6
nor3_1	6
a31oi_1	5
nand2b_1	5
nand3_1	5
nor2b_1	5
o21bai_1	5
a21oi_2	4
buf_2	4
o21ai_2	4
nor4b_1	3
o211ai_1	3
o21a_1	3
o22ai_1	3
cell families (layout without fill, tap and decap cells):
| kind of cell | after synthesis | after routing |
|---|---|---|
| AND-OR/OR-AND | 235 | 235 |
| AND/OR/NAND/NOR | 144 | 144 |
| flip-flops | 106 | 106 |
| multiplexers | 77 | 77 |
| buffers and inverters | 67 | 173 |
| XOR/XNOR | 62 | 62 |
| adder cells (fa/ha/maj) | 36 | 36 |
metrics by stage:
stage | worst slack [ns] | total power, mW | hold WS (ns)
after floorplan | 7.11 | 1.17 | 0.450
after global placement | 6.61 | 1.44 | 0.484
after detailed placement | 6.55 | 1.45 | 0.487
after CTS | 6.46 | 1.79 | 0.501
after global routing | 6.34 | 1.91 | 0.521
final | 6.49 | 1.77 | 0.500
final timing paths:
kind,startpoint,end,slack (ns)
setup / recovery,accumulator[2]$_DFFE_PP_,s[1],6.49
hold / removal,accumulator[52]$_SDFFE_PP0P_,accumulator[52]$_SDFFE_PP0P_,0.50
setup reg to reg,accumulator[2]$_DFFE_PP_,accumulator[64]$_SDFFE_PP0P_,6.63
hold reg to reg,accumulator[52]$_SDFFE_PP0P_,accumulator[52]$_SDFFE_PP0P_,0.50
worst max-delay path: stages, from the launching register on:
cell and delay (ns):
edfxtp_1 0.33, buf_4 0.47, inv_1 0.25, o21ai_0 0.21
clkdlybuf4s50_1 0.53
Power is estimated from default activity; no workload was simulated.
