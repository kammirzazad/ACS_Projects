==> /design/flow/design.v <==
module WallaceTree (
		                   input  wire [11:0] A,
                       input  wire [11:0] B,
		                   output wire [23:0] M
                   );
  wire S[135:0];
  wire C[139:0];
  assign M[0] = B[0] & A[0];
  FA m0 ( B[ 0]&A[ 1] , B[ 1]&A[ 0] ,        1'b0 , M[ 1] , C[ 0] );
  FA m1 ( B[ 0]&A[ 2] , B[ 1]&A[ 1] , B[ 2]&A[ 0] , S[ 0] , C[ 1] );
  FA m2 (       S[ 0] ,       C[ 0] ,        1'b0 , M[ 2] , C[ 2] );
  FA m3 ( B[ 0]&A[ 3] , B[ 1]&A[ 2] , B[ 2]&A[ 1] , S[ 1] , C[ 3] );
  FA m4 (       S[ 1] ,       C[ 1] , B[ 3]&A[ 0] , S[ 2] , C[ 4] );
  FA m5 (       S[ 2] ,       C[ 2] ,        1'b0 , M[ 3] , C[ 5] );                       
  FA m6 ( B[ 0]&A[ 4] , B[ 1]&A[ 3] , B[ 2]&A[ 2] , S[ 3] , C[ 6] );
  FA m7 (        1'b0 , B[ 3]&A[ 1] , B[ 4]&A[ 0] , S[ 4] , C[ 7] );
  FA m8 (       S[ 3] ,       S[ 4] ,       C[ 3] , S[ 5] , C[ 8] );
  FA m9 (       S[ 5] ,        1'b0 ,       C[ 4] , S[ 6] , C[ 9] ); 
  FA m10(       S[ 6] ,        1'b0 ,       C[ 5] , M[ 4] , C[10] );       
  FA m11( B[ 0]&A[ 5] , B[ 1]&A[ 4] , B[ 2]&A[ 3] , S[ 7] , C[11] );
  FA m12( B[ 3]&A[ 2] , B[ 4]&A[ 1] , B[ 5]&A[ 0] , S[ 8] , C[12] );
  FA m13(       S[ 7] ,       C[ 6] ,       C[ 7] , S[ 9] , C[13] );
  FA m14(       S[ 8] ,       S[ 9] ,       C[ 8] , S[10] , C[14] );
  FA m15(       S[10] ,        1'b0 ,       C[ 9] , S[11] , C[15] ); 
  FA m16(       S[11] ,        1'b0 ,       C[10] , S[12] , C[16] );
  FA m17( B[ 0]&A[ 6] , B[ 1]&A[ 5] , B[ 2]&A[ 4] , S[13] , C[17] );
  FA m18( B[ 3]&A[ 3] , B[ 4]&A[ 2] , B[ 5]&A[ 1] , S[14] , C[18] );
  FA m19(       S[13] ,       S[14] , B[ 6]&A[ 0] , S[15] , C[19] );
  FA m20(       C[11] ,       C[12] ,        1'b0 , S[16] , C[20] );
  FA m21(       S[15] ,       S[16] ,       C[14] , S[17] , C[21] );
  FA m22(       S[17] ,       C[15] ,        1'b0 , S[18] , C[22] ); 
  FA m23(       S[18] ,       C[16] ,        1'b0 , S[19] , C[23] );
  FA m24( B[ 0]&A[ 7] , B[ 1]&A[ 6] , B[ 2]&A[ 5] , S[20] , C[24] );
  FA m25( B[ 3]&A[ 4] , B[ 4]&A[ 3] , B[ 5]&A[ 2] , S[21] , C[25] );
  FA m26( B[ 6]&A[ 1] , B[ 7]&A[ 0] ,        1'b0 , S[22] , C[26] );
  FA m27(       S[20] ,       S[21] ,       S[22] , S[23] , C[27] );
  FA m28(       C[17] ,       C[18] ,        1'b0 , S[24] , C[28] );
  FA m29(       S[23] ,       S[24] ,       C[19] , S[25] , C[29] );
  FA m30(       S[25] ,       C[20] ,       C[21] , S[26] , C[30] );
  FA m31(       S[26] ,       C[22] ,        1'b0 , S[27] , C[31] );
  FA m32( B[ 0]&A[ 8] , B[ 1]&A[ 7] , B[ 2]&A[ 6] , S[28] , C[32] );
  FA m33( B[ 3]&A[ 5] , B[ 4]&A[ 4] , B[ 5]&A[ 3] , S[29] , C[33] );
  FA m34( B[ 6]&A[ 2] , B[ 7]&A[ 1] , B[ 8]&A[ 0] , S[30] , C[34] );
  FA m35(       S[28] ,       S[29] ,       S[30] , S[31] , C[35] );
  FA m36(       C[24] ,       C[25] ,       C[26] , S[32] , C[36] );
  FA m37(       S[31] ,       S[32] ,       C[27] , S[33] , C[37] );
  FA m38(       S[33] ,       C[28] ,       C[29] , S[34] , C[38] );
  FA m39(       S[34] ,       C[30] ,        1'b0 , S[35] , C[39] );
  FA m40( B[ 0]&A[ 9] , B[ 1]&A[ 8] , B[ 2]&A[ 7] , S[36] , C[40] );
  FA m41( B[ 3]&A[ 6] , B[ 4]&A[ 5] , B[ 5]&A[ 4] , S[37] , C[41] );
  FA m42( B[ 6]&A[ 3] , B[ 7]&A[ 2] , B[ 8]&A[ 1] , S[38] , C[42] );
  FA m43(       S[36] ,       S[37] ,       S[38] , S[39] , C[43] );
  FA m44(       C[32] ,       C[33] ,       C[34] , S[40] , C[44] );
  FA m45(       S[39] ,       S[40] , B[ 9]&A[ 0] , S[41] , C[45] );
  FA m46(       C[35] ,       C[36] ,        1'b0 , S[42] , C[46] );
  FA m47(       S[41] ,       S[42] ,       C[37] , S[43] , C[47] );
  FA m48(       S[43] ,       C[38] ,        1'b0 , S[44] , C[48] );
  FA m49( B[ 0]&A[10] , B[ 1]&A[ 9] , B[ 2]&A[ 8] , S[45] , C[49] );
  FA m50( B[ 3]&A[ 7] , B[ 4]&A[ 6] , B[ 5]&A[ 5] , S[46] , C[50] ); 
  FA m51( B[ 6]&A[ 4] , B[ 7]&A[ 3] , B[ 8]&A[ 2] , S[47] , C[51] );
  FA m52( B[ 9]&A[ 1] , B[10]&A[ 0] ,        1'b0 , S[48] , C[52] );
  FA m53(       S[44] ,       S[45] ,       S[46] , S[49] , C[53] );
  FA m54(       C[40] ,       C[41] ,       C[42] , S[50] , C[54] );
  FA m55(       S[48] ,       S[49] ,       S[50] , S[51] , C[55] );
  FA m56(       C[43] ,       C[44] ,        1'b0 , S[52] , C[56] );
  FA m57(       S[51] ,       S[52] ,       C[45] , S[53] , C[57] ); 
  FA m58(       S[53] ,       C[46] ,       C[47] , S[54] , C[58] ); 
  FA m59( B[ 0]&A[11] , B[ 1]&A[10] , B[ 2]&A[ 9] , S[55] , C[59] );
  FA m60( B[ 3]&A[ 8] , B[ 4]&A[ 7] , B[ 5]&A[ 6] , S[56] , C[60] );
  FA m61( B[ 6]&A[ 5] , B[ 7]&A[ 4] , B[ 8]&A[ 3] , S[57] , C[61] );
  FA m62( B[ 9]&A[ 2] , B[10]&A[ 1] , B[11]&A[ 0] , S[58] , C[62] );
  FA m63(       C[49] ,       C[50] ,       C[51] , S[59] , C[63] );
  FA m64(       S[55] ,       S[56] ,       S[57] , S[60] , C[64] );
  FA m65(       C[52] ,       S[58] ,        1'b0 , S[61] , C[65] );
  FA m66(       S[59] ,       S[60] ,       S[61] , S[62] , C[66] );
  FA m67(       C[53] ,       C[54] ,        1'b0 , S[63] , C[67] );
  FA m68(       S[62] ,       S[63] ,       C[55] , S[64] , C[68] );
  FA m69(       S[64] ,       C[56] ,       C[57] , S[65] , C[69] );
  FA m70( B[ 1]&A[11] , B[ 2]&A[10] ,        1'b0 , S[66] , C[70] );
  FA m71( B[ 3]&A[ 9] , B[ 4]&A[ 8] , B[ 5]&A[ 7] , S[67] , C[71] );
  FA m72( B[ 6]&A[ 6] , B[ 7]&A[ 5] , B[ 8]&A[ 4] , S[68] , C[72] );
  FA m73( B[ 9]&A[ 3] , B[10]&A[ 2] , B[11]&A[ 1] , S[69] , C[73] );
  FA m74(       C[59] ,       C[60] ,       C[61] , S[70] , C[74] );
  FA m75(       S[66] ,       S[67] ,       S[68] , S[71] , C[75] );
  FA m76(       C[62] ,       S[69] ,        1'b0 , S[72] , C[76] );
  FA m77(       C[63] ,       C[64] ,       C[65] , S[73] , C[77] );
  FA m78(       C[70] ,       C[71] ,       C[72] , S[74] , C[78] ); 
  FA m79(       S[73] ,       S[74] ,       C[66] , S[75] , C[79] );
  FA m80(       S[75] ,       C[67] ,       C[68] , S[76] , C[80] );
  FA m81( B[ 3]&A[10] , B[ 4]&A[ 9] , B[ 5]&A[ 8] , S[77] , C[81] );
  FA m82( B[ 6]&A[ 7] , B[ 7]&A[ 6] , B[ 8]&A[ 5] , S[78] , C[82] );
  FA m83( B[ 9]&A[ 4] , B[10]&A[ 3] , B[11]&A[ 2] , S[79] , C[83] );
  FA m84(       S[77] ,       S[78] ,       S[79] , S[80] , C[84] );
  FA m85(       C[70] ,       C[71] ,       C[72] , S[81] , C[85] );
  FA m86(       C[73] , B[ 2]&A[11] ,        1'b0 , S[82] , C[86] );
  FA m87(       C[74] ,       C[75] ,       C[76] , S[83] , C[87] );
  FA m88(       S[80] ,       S[81] ,       S[82] , S[84] , C[88] );
  FA m89(       S[83] ,       S[84] ,       C[77] , S[85] , C[89] );
  FA m90(       S[85] ,       C[78] ,       C[79] , S[86] , C[90] );
  FA m91( B[ 3]&A[11] , B[ 4]&A[10] , B[ 5]&A[ 9] , S[87] , C[91] );
  FA m92( B[ 6]&A[ 8] , B[ 7]&A[ 7] , B[ 8]&A[ 6] , S[88] , C[92] );
  FA m93( B[ 9]&A[ 5] , B[10]&A[ 4] , B[11]&A[ 3] , S[89] , C[93] );
  FA m94(       S[87] ,       S[88] ,       S[89] , S[90] , C[94] );
  FA m95(       C[81] ,       C[82] ,       C[83] , S[91] , C[95] );
  FA m96(       C[84] ,       C[85] ,       C[86] , S[92] , C[96] );
  FA m97(       S[90] ,       S[91] ,        1'b0 , S[93] , C[97] );
  FA m98(       S[92] ,       S[93] ,       C[87] , S[94] , C[98] );
  FA m99(       S[94] ,       C[88] ,       C[89] , S[95] , C[99] );
  FA m100(B[ 4]&A[11] , B[ 5]&A[10] ,        1'b0 , S[96] , C[100]);
  FA m101(B[ 6]&A[ 9] , B[ 7]&A[ 8] , B[ 8]&A[ 7] , S[97] , C[101]);
  FA m102(B[ 9]&A[ 6] , B[10]&A[ 5] , B[11]&A[ 4] , S[98] , C[102]);
  FA m103(      S[96] ,       S[97] ,       S[98] , S[99] , C[103]);
  FA m104(      C[91] ,       C[92] ,       C[93] , S[100], C[104]);
  FA m105(      S[99] ,       S[100],       C[94] , S[101], C[105]);
  FA m106(      S[101],       C[95] ,       C[96] , S[102], C[106]);
  FA m107(      S[102],       C[97] ,       C[98] , S[103], C[107]);
  FA m108(B[ 6]&A[10] , B[ 7]&A[ 9] , B[ 8]&A[ 8] , S[104], C[108]);
  FA m109(B[ 9]&A[ 7] , B[10]&A[ 6] , B[11]&A[ 5] , S[105], C[109]);
  FA m110(      S[104],      S[105] , B[ 5]&A[11] , S[106], C[110]);
  FA m111(      C[100],      C[101] ,      C[102] , S[107], C[111]);
  FA m112(      S[106],      S[107] ,      C[103] , S[108], C[112]);
  FA m113(      S[108],      C[104] ,      C[105] , S[109], C[113]);
  FA m114(      S[109],      C[106] ,        1'b0 , S[110], C[114]);
  FA m115(B[ 6]&A[11] , B[ 7]&A[10] , B[ 8]&A[ 9] , S[111], C[115]);
  FA m116(B[ 9]&A[ 8] , B[10]&A[ 7] , B[11]&A[ 6] , S[112], C[116]);
  FA m117(      S[111],      S[112],       C[108] , S[113], C[117]);
  FA m118(      S[113],      C[109],       C[110] , S[114], C[118]);
  FA m119(      S[114],      C[111],       C[112] , S[115], C[119]);
  FA m120(      S[115],      C[113],         1'b0 , S[116], C[120]);
  FA m121(B[ 7]&A[11] , B[ 8]&A[10] ,        1'b0 , S[117], C[121]);
  FA m122(B[ 9]&A[ 9] , B[10]&A[ 8] , B[11]&A[ 7] , S[118], C[122]); 
  FA m123(     S[117] ,      S[118] ,      C[115] , S[119], C[123]);
  FA m124(     S[119] ,      C[116] ,      C[117] , S[120], C[124]);
  FA m125(     S[120] ,      C[118] ,        1'b0 , S[121], C[125]);        
  FA m126(     S[121] ,      C[119] ,        1'b0 , S[122], C[126]);
  FA m127(B[ 9]&A[10] , B[10]&A[ 9] , B[11]&A[ 8] , S[123], C[127]);
  FA m128(B[ 8]&A[11] ,      S[123] ,      C[121] , S[124], C[128]);
  FA m129(     S[124] ,      C[122] ,      C[123] , S[125], C[129]);
  FA m130(     S[125] ,      C[124] ,        1'b0 , S[126], C[130]);
  FA m131(     S[126] ,      C[125] ,        1'b0 , S[127], C[131]);
  FA m132(B[ 9]&A[11] , B[10]&A[10] , B[11]&A[ 9] , S[128], C[132]);
  FA m133(     S[128] ,      C[127] ,      C[128] , S[129], C[133]);
  FA m134(     S[129] ,      C[129] ,        1'b0 , S[130], C[134]);
  FA m135(     S[130] ,      C[130] ,        1'b0 , S[131], C[135]);
  FA m136(B[10]&A[11] , B[11]&A[10] ,      C[132] , S[132], C[136]);
  FA m137(     S[132] ,      C[133] ,        1'b0 , S[133], C[137]);
  FA m138(     S[133] ,      C[134] ,        1'b0 , S[134], C[138]);
  FA m139(     S[134] ,      C[136] ,      C[137] , S[135], C[139]);
  assign M[23:5] = {C[139],C[138],C[135],C[131],C[126],C[120],C[114],C[107],C[99],C[90],C[80],C[69],C[58],C[48],C[39],C[31],C[23],C[16],C[10]}
                + { 1'b0,S[135],S[134],S[131],S[127],S[122],S[116],S[110],S[103],S[95],S[86],S[76],S[65],S[54],S[44],S[35],S[27],S[19],C[12]}; 
endmodule
module FA(
            input  wire A,
            input  wire B,
            input  wire Cin,
            output wire S,
            output wire Cout
         );
 assign {Cout,S}=A+B+Cin;
endmodule
==> /design/flow/run.sh <==
#!/bin/bash
# OpenROAD 26Q1-2900-gdf79404cd8, Yosys 0.63+post, stock flow scripts
make -C /OpenROAD-flow-scripts/flow DESIGN_CONFIG=/design/flow/config.mk WORK_HOME=/design/flow/orfs finish
==> /design/flow/config.mk <==
export PLATFORM = sky130hd
export DESIGN_NAME = WallaceTree
export DESIGN_NICKNAME = WallaceTree
export VERILOG_FILES = /design/flow/design.v
export SDC_FILE = /design/flow/constraint.sdc
export NUM_CORES = 4
export LEC_CHECK = 1
export CORE_UTILIZATION = 30
==> /design/flow/constraint.sdc <==
current_design WallaceTree

set clk_period 11.8
set clk_io_pct 0.2

create_clock -name clk0 -period $clk_period

set non_clock_inputs [all_inputs -no_clocks]
set_input_delay [expr $clk_period * $clk_io_pct] -clock clk0 $non_clock_inputs
set_output_delay [expr $clk_period * $clk_io_pct] -clock clk0 [all_outputs]
==> GITHUB_STEP_SUMMARY <==
## PnR job results

| Metric | Value |
|---|---|
| Hold WS | 5.69 ns |
| Total Routing Usage GR | 12.6% |
| Pint | 0.888 mW |
| HP Class | in -> out |
| Overall power | 1.62 mW |
| Crit-path max FO | 4 |
| GRT overflow | 0 |
| Vertical die size | 127 µm |
| Chip Width | 127 µm |
| # IOs | 48 |
| Storage cell area | 0 µm² |
| Top logic family | adder cells |
| Final WL | 9480 µm |
| Row count | 45 |
| Final RePlAce weighted congestion | 0.876 |
| Adder share | 56.1% |
| WP data arrival | 9.25 ns |
| Post-DP Area | 5630 µm² |
| Wire length of the first global-routing pass | 16100 µm |
| # Cells Yosys | 545 |
| Setup ws final | 0.192 ns |
| Final hold viol count | 0 |
| Initial antenna violation count | 0 |
| Max_slew headroom | 70.3% |
| DRC Markers | 0 |
| Dpl ws | -0.286 ns |
| Largest net degree at the start of global routing | 13 |
| Initial DRC count | 110 |
| Cycle use final | 98.4% |
| Number of synthesis warnings | 1 |
| Setup Crit Path Kind | in -> out |
| Final min period | 11.61 ns |
| Fillcell total | 1519 |
| DR WL met2 | 4570 µm |
| Port Buffers | 48 |
| Final Cell Area | 5690 µm² |
| Comb power frac | 100.0% |
| Die area | 16200 µm² |
| Max Clock Freq | 86.1 MHz |
| Via density | 4.44 |
| Flop pwr share | 0% |
| Fin. max-slew vios | 0 |
| Fp util | 30.8% |
| Max-cap violations | 0 |
| Clock power share | 0% |
| Tool Warnings | 33 |
| N_diodes | 0 |
| Mux area share | 0% |
| Sw Ratio | 45.2% |
| Pwr per Cell Area | 284 nW/µm² |
| Yosys stat chip area | 4700 µm² |
| Max-area cell share | 41.7% |
| Unique cell type count in the Yosys netlist | 35 |
| Syn avg cell area | 8.62 µm² |
| CP Capture Type | primary output |
| Core box area | 15300 µm² |
| Most area-hungry cell type in the Yosys netlist | fa_1 |
| Antenna-violating nets left | 0 |
| DRT met1 WL | 4540 µm |
| Top cells, area | fa_1 42%, and2_1 14%, ha_1 14%, inv_1 9.3%, nand2_1 3.7% |
| Lkg Pwr | 2.91 nW |
| Layout cells sized above 1 | 9.75% |
| Cell count after synthesis | 545 |
| Synth Seq Share | 0% |
| RSZ-0062 raised after global routing | yes |
| P_sw | 0.732 mW |
| Layout area overhead | 21.2% |
| Routed len/inst | 11.6 µm |
| Via Count | 3620 |
| Setup-failing EPs final | 0 |
| Drt first pass iters | 5 |
| Hpwl dp | 8530 µm |
| DR top layer | met3 |
| XOR/XNOR Area Share | 3.91% |
| Vias in the first global route | 3487 |
| Number of clock buffers in the layout | 0 |
| Met3 WL | 368 µm |
| Post-synthesis cell area | 4700 µm² |
| Post-Synth AOI/OAI Area | 7.40% |
| CTS hold repair buffers | 0 |
| Simple share | 20.5% |
| Status | finished, final reports clean |
| Flop count | 0 |
| Tightest Pin Transition | 0.434 ns |
| Crit start category | input port |
| Worst Path Required | 9.44 ns |
| Peak VDD IR | 0.291 mV |
## synthesized netlist by cell type, types with 2 or more instances
cell / instances
o21ai_0: 5
o21ai_1: 2
ha_1: 54
a31oi_1: 4
xor2_1: 12
clkbuf_1: 27
xnor2_1: 9
a21oi_1: 15
inv_1: 116
nand2b_1: 2
nand4_1: 3
nand2_1: 46
o21a_1: 5
a21o_1: 5
nand3_1: 4
fa_1: 98
o211ai_1: 2
nor2_1: 9
and2_1: 108
buf_4: 4
## power groups by stage
stage     clock network, mW  logic [mW]  registers (mW)
4_1_cts                   0        1.64               0
5_1_grt                   0        1.84               0
6_report                  0        1.62               0
## metrics by stage
stage | std cells | TNS (ns) | util [%]
6_report | 816 | 0 | 37.3
3_5_place_dp | 815 | -1.67 | 36.9
3_3_place_gp | 815 | -1.21 | 36.9
4_1_cts | 816 | 0 | 37.0
2_1_floorplan | 545 | 0 | -
5_1_grt | 816 | -0.322 | 37.3
## worst max-delay path, stage by stage
cell	delay, ns
clkdlybuf4s50_1	0.50
buf_4	0.14
nand2_1	0.06
fa_1	0.49
inv_1	0.06
fa_1	0.52
inv_1	0.05
fa_2	0.36
fa_1	0.53
inv_1	0.06
ha_4	0.22
fa_1	0.52
inv_1	0.05
fa_2	0.52
fa_1	0.42
fa_1	0.49
inv_1	0.04
ha_2	0.31
buf_4	0.12
nand2_1	0.08
o21ai_4	0.25
a31oi_2	0.15
a32oi_1	0.25
xor2_1	0.20
clkdlybuf4s50_1	0.50
## worst paths after layout
path	startpoint	end	cells after the start
max	A[7]	M[19]	25
min	B[0]	M[0]	4
## layer usage
layer	global-route usage, %	up-vias
li1	-	1749
met1	19.7	1808
met2	20.7	63
met3	1.62	0
met4	0	0
met5	0	-
## logic make-up (layout without fill, tap and decap cells)
family	Yosys count	count (layout)
AND-OR/OR-AND	49	49
XOR/XNOR	21	21
AND/OR/NAND/NOR	176	176
adder cells (fa/ha/maj)	152	152
buffers and inverters	147	207
## cells in the final DEF, fill, tap and decap left out, types with 2 or more instances in the layout
cell               n
a21o_1             5
dlymetal6s2s_1     5
buf_4             42
o21ai_1            2
and2_1           108
inv_1            116
a21oi_2            2
nand4_1            3
dlygate4sd2_1      9
fa_1              96
ha_1              52
o211ai_1           2
xnor2_1            9
a21oi_1           13
nand2b_1           2
xor2_1            12
a31oi_2            3
o21ai_0            5
nand2_1           46
o21a_1             5
fa_2               2
clkdlybuf4s50_1   34
nor2_1             9
nand3_1            4
## timing repair
action | CTS | global route
endpoints found under the setup margin | 11 | 10
setup buffers | 1 | 0
pin swaps | 8 | 1
hold endpoints to repair | 0 | 0
gates resized | 14 | 11
## area by class of cell
type | instances | area [µm²] | area share, %
multi-input cells | 398 | 4190 | 73.5
repair buffers | 91 | 808 | 14.2
inverters | 116 | 435 | 7.65
well taps | 211 | 264 | 4.64
Power figures rest on the tool's default switching activity, not on a simulated workload.
