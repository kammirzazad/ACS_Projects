## ./design.v

```verilog
module fp_adder ( input  wire [31:0] a ,
                  input  wire [31:0] b ,
                  output wire [31:0] s 
                );
wire        b_sticky;                   
wire        a_sign  , b_sign, s_sign;
wire [ 7:0] a_exp   , b_exp , d_exp;
wire [ 7:0] s_exp_norm1, s_exp_norm2 ;
wire [22:0] a_mantis, b_mantis;
wire [27:0] oprnd_a, oprnd_norm1, oprnd_norm2, oprnd_round, oprnd_unsigned;
wire [50:0] oprnd_tmp, oprnd_b;
wire [ 4:0] shift_val;
assign  {a_sign  , b_sign  } = (a[30:23] >= b[30:23])? {a[31]   , b[31]   } : {b[31]   , a[31]   }; 
assign  {a_exp   , b_exp   } = (a[30:23] >= b[30:23])? {a[30:23], b[30:23]} : {b[30:23], a[30:23]};
assign  {a_mantis, b_mantis} = (a[30:23] >= b[30:23])? {a[22: 0], b[22: 0]} : {b[22: 0], a[22: 0]};
assign  d_exp     = (a_exp==1 && b_exp==0)? 8'b0 : a_exp - b_exp;
assign  oprnd_tmp = { 1'b0 , {(b_exp==0)? 1'b0 : 1'b1} , b_mantis , {26{1'b0}} } ;
assign  oprnd_b   = ( d_exp >= 50 )? 51'b0 : (oprnd_tmp)>> d_exp ;
assign  b_sticky  = |oprnd_b[23:0];     
assign  oprnd_a   = { 1'b0 , {(a_exp==0)? 1'b0 : 1'b1} , a_mantis , {3{1'b0}} };
assign  oprnd_unsigned[27:0]  = (a_sign == b_sign ) ? oprnd_a + {oprnd_b[50:24],b_sticky} :
                                (a_exp!= b_exp || a_mantis >=  b_mantis) ? oprnd_a - {oprnd_b[50:24],b_sticky} :
                                {oprnd_b[50:24],b_sticky} - oprnd_a;
assign  s_sign    = (a_exp != b_exp || a_mantis >= b_mantis)? a_sign : b_sign;
assign  shift_val   = (oprnd_unsigned[26])? 5'd0  : (oprnd_unsigned[25])? 5'd1  : (oprnd_unsigned[24])? 5'd2  : (oprnd_unsigned[23])? 5'd3  :
                      (oprnd_unsigned[22])? 5'd4  : (oprnd_unsigned[21])? 5'd5  : (oprnd_unsigned[20])? 5'd6  : (oprnd_unsigned[19])? 5'd7  :
                      (oprnd_unsigned[18])? 5'd8  : (oprnd_unsigned[17])? 5'd9  : (oprnd_unsigned[16])? 5'd10 : (oprnd_unsigned[15])? 5'd11 :
                      (oprnd_unsigned[14])? 5'd12 : (oprnd_unsigned[13])? 5'd13 : (oprnd_unsigned[12])? 5'd14 : (oprnd_unsigned[11])? 5'd15 :
                      (oprnd_unsigned[10])? 5'd16 : (oprnd_unsigned[ 9])? 5'd17 : (oprnd_unsigned[ 8])? 5'd18 : (oprnd_unsigned[ 7])? 5'd19 :
                      (oprnd_unsigned[ 6])? 5'd20 : (oprnd_unsigned[ 5])? 5'd21 : (oprnd_unsigned[ 4])? 5'd22 : (oprnd_unsigned[ 3])? 5'd23 :
                      (oprnd_unsigned[ 2])? 5'd24 : (oprnd_unsigned[ 1])? 5'd25 : (oprnd_unsigned[ 0])? 5'd26 : 5'd27 ;    
assign  oprnd_norm1 = ( a_sign != b_sign )? (a_exp==0)? oprnd_unsigned : {((a_exp-1'b1) >= shift_val)? oprnd_unsigned<<shift_val : oprnd_unsigned<<(a_exp-1'b1) } :
                      (oprnd_unsigned[27])? {1'b0, oprnd_unsigned[27:1]} : oprnd_unsigned; 
assign  s_exp_norm1 = ( a_sign != b_sign )? {(oprnd_norm1    [26])? {a_exp-shift_val} : 8'b0 }: 
                                            {(oprnd_unsigned [27])? {a_exp+1'b1     } : a_exp};
assign  oprnd_round =  (~oprnd_norm1[2]                  )? oprnd_norm1 :                             
                       ( oprnd_norm1[1] || oprnd_norm1[0])? oprnd_norm1 + { {25{1'b0}} , 4'b1000 } :  
                         oprnd_norm1 + { {25{1'b0}} , oprnd_norm1[3], 3'b0 } ;                        
assign oprnd_norm2  = (oprnd_round[27])? {1'b0, oprnd_round[27:1]} : oprnd_round;
assign s_exp_norm2  = (oprnd_round[27])? s_exp_norm1 + 1'b1        : s_exp_norm1;
assign s            = {s_sign, s_exp_norm2, oprnd_norm2[25:3]}; 
endmodule
```

## ./run.sh

```bash
#!/bin/bash
# OpenROAD 26Q1-2900-gdf79404cd8, Yosys 0.63+post, stock flow scripts
make -C /OpenROAD-flow-scripts/flow DESIGN_CONFIG=/design/flow/config.mk WORK_HOME=/design/flow/orfs finish
```

## ./config.mk

```make
export PLATFORM = sky130hd
export DESIGN_NAME = fp_adder
export DESIGN_NICKNAME = fp_adder
export VERILOG_FILES = /design/flow/design.v
export SDC_FILE = /design/flow/constraint.sdc
export NUM_CORES = 4
export LEC_CHECK = 1
export CORE_UTILIZATION = 30
```

## ./constraint.sdc

```tcl
current_design fp_adder

set clk_period 38.9
set clk_io_pct 0.2

create_clock -name clk0 -period $clk_period

set non_clock_inputs [all_inputs -no_clocks]
set_input_delay [expr $clk_period * $clk_io_pct] -clock clk0 $non_clock_inputs
set_output_delay [expr $clk_period * $clk_io_pct] -clock clk0 [all_outputs]
```

==> results.txt <==
flow finished, numbers: Worst Path Class, Setup=input pin to output port, GRT Residual Overflow=0, Combinational Power Share=100.0%, VDD IR-drop max=0.0203 mV, vertical die dimension=229 um, number of global-route vias before repair=18613, count of unresolved DRC violations after routing=0, area added between synthesis and finish=10.3%, Netlist Area Pre-Place=0.0155 mm^2, Warnings, synthesis=0, Leakage=6.71 nW, post-route ant nets=0, sequential group share of total power=0%, detail-routed net length per standard cell=23.3 um, combined flip-flop and latch cell area=0 um^2, sum of routed wire length over all layers=73500 um, Crit. End Element=output port, cell area power density=45.6 mW/mm^2, sequential-to-total area share from yosys stat=0%, worst-case headroom to the max-slew limit=21.2%, sum of negative setup slack=0 ns, result of the run=finished clean, shortest clock period the worst path allows after layout=34.46 ns, placer's final routability congestion estimate=1.09, Core Area=0.0505 mm^2, mean instance size in the synthesized netlist=6.22 um^2, IO Port Bufs=96, proportion of power drawn by the clock network=0%, pin count of the biggest net entering global routing=56, crit path max fanout=47, leading cell types in the layout, fill and taps excluded=sky130_fd_sc_hd__nand2_1 (309), sky130_fd_sc_hd__nor2_1 (240), sky130_fd_sc_hd__a21oi_1 (207), fp util=30.7%, cell at the slowest stage of the critical path=sky130_fd_sc_hd__mux2i_1, standard-cell rows=82, share of layout cells above drive strength 1=6.85%, gate count after technology mapping=2489, internal power=280 uW, share of total power consumed by net switching=64.0%, number of warnings in the stage logs=84, tally of clock buffers in the finished layout=0, switching power total=498 uW, post-CTS setup repair buffer count=0, antenna violations before repair=1, critical path data required time=31.12 ns, number of max-slew violations in the final report=0, max cap viols=0, non-filler cells, final=3152, final sequential cell count=0, crit share post-route=88.6%, horizontal die dimension=229 um, via-per-instance ratio=6.37, setup repair after global routing missed its margin=no, transition time at the pin with the least slew margin=1.15 ns, Worst setup SP type=input pin, Global Route Usage Sum=27.6%, Hold Violations, Final=0, Max Fclk=0.0290 GHz, total half-perimeter wirelength after legalization and detailed placement=58900 um, Yosys chip area=0.0155 mm^2, total placed cells including tap cells=3152, number of top-level pins=96, number of cells in the yosys synthesis report=2489, Commonest Layout Cell=sky130_fd_sc_hd__nand2_1, Initial DRC Count=2432, final setup violation count=0, distinct lib cells=117, Total Die Area=0.0525 mm^2, first-pass GRT wire length=114000 um, first-pass iteration count of the detailed router=6, worst stage delay on the critical path=0.86 ns, antenna diode count=0, total number of vias=20089, number of gates resized after CTS=0, Critical Path AT=26.68 ns, Hold Crit Class=input pin to output port, post-cts hold buffer count=0
[worst max-delay path: cells and delay by family]
kind                       cells  cell delay [ns]
and+or+nand+nor               18             4.50
AOI/OAI and AO/OA             31             8.14
xor gates and xnor gates       1             0.32
buffers and inverters          8             3.12
adders and majority gates      4             1.40
muxes                          3             1.38
[power groups by stage]
stage	Combinational, mW	Clock (mW)	Sequential [mW]
after global routing	0.833	0	0
final	0.779	0	0
after CTS	0.753	0	0
[synth_stat cells (22+ instances only)]
master | n | area [um^2]
sky130_fd_sc_hd__o21a_1 | 22 | 165
sky130_fd_sc_hd__buf_2 | 40 | 200
sky130_fd_sc_hd__nand2b_1 | 36 | 225
sky130_fd_sc_hd__xnor2_1 | 48 | 420
sky130_fd_sc_hd__nor2b_1 | 35 | 219
sky130_fd_sc_hd__a21oi_1 | 208 | 1040
sky130_fd_sc_hd__o21ai_0 | 126 | 631
sky130_fd_sc_hd__o211ai_1 | 65 | 488
sky130_fd_sc_hd__o21bai_1 | 23 | 173
sky130_fd_sc_hd__a211oi_1 | 35 | 263
sky130_fd_sc_hd__a31oi_1 | 41 | 257
sky130_fd_sc_hd__mux2i_1 | 42 | 420
sky130_fd_sc_hd__clkbuf_1 | 107 | 402
sky130_fd_sc_hd__ha_1 | 98 | 1230
sky130_fd_sc_hd__o22ai_1 | 30 | 188
sky130_fd_sc_hd__nand2_1 | 310 | 1160
sky130_fd_sc_hd__and2_1 | 28 | 175
sky130_fd_sc_hd__o31ai_1 | 27 | 203
sky130_fd_sc_hd__nand3_1 | 103 | 515
sky130_fd_sc_hd__and3_1 | 26 | 163
sky130_fd_sc_hd__nor2_1 | 240 | 901
sky130_fd_sc_hd__nor3_1 | 70 | 350
sky130_fd_sc_hd__a21o_1 | 56 | 420
sky130_fd_sc_hd__o21ai_1 | 30 | 150
sky130_fd_sc_hd__nand4_1 | 31 | 194
sky130_fd_sc_hd__or3_1 | 38 | 238
sky130_fd_sc_hd__inv_1 | 124 | 465
[routing by layer]
metal / wire length [um] / vias to the layer above / track usage, %
li1: - / 9328 / -
met1: 32000 / 9308 / 40.3
met2: 30800 / 1281 / 40.8
met3: 8690 / 170 / 6.90
met4: 2050 / 2 / 5.81
met5: 13 / - / 0
[cells by family after synthesis]
| group | after synthesis | synth area share [%] |
|---|---|---|
| AND-OR/OR-AND | 921 | 41.3 |
| adder cells (fa/ha/maj) | 120 | 9.54 |
| multiplexers | 67 | 5.12 |
| XOR/XNOR | 67 | 3.84 |
| buffers and inverters | 295 | 7.82 |
| AND/OR/NAND/NOR | 1019 | 32.4 |
[path summary, 6_finish.rpt]
kind	depth (start not counted)	slack (ns)	startpoint	end
worst max-delay path	65	4.44	a[23]	s[18]
worst min-delay path	3	16.83	a[31]	s[31]
[stage by stage]
step           total power, mW  setup slack (ns)  util [%]  cell area [um^2]  hold slack, ns
2_1_floorplan            0.488              9.42         -             15500           15.75
3_3_place_gp             0.761              4.83      33.8             17100           16.84
3_5_place_dp             0.748              4.94      33.8             17100           16.84
4_1_cts                  0.753              4.83      33.8             17100           16.84
5_1_grt                  0.833              3.21      33.8             17100           16.88
6_report                 0.779              4.44      33.8             17100           16.83
[cell type report]
| cell class | instances | area (um^2) |
|---|---|---|
| repair buffers | 158 | 1430 |
| well taps | 672 | 841 |
| inverters | 128 | 480 |
| fillers | 5575 | 33400 |
| multi-input cells | 2194 | 14300 |
Power is estimated from default activity; no workload was simulated.
